`flow/config.mk`:
```
export PLATFORM = sky130hd
export DESIGN_NAME = Lab2
export DESIGN_NICKNAME = Lab2
export VERILOG_FILES = /design/flow/design.v
export SDC_FILE = /design/flow/constraint.sdc
export NUM_CORES = 4
export LEC_CHECK = 1
export CORE_UTILIZATION = 30
```
`flow/constraint.sdc`:
```
current_design Lab2

set clk_period 6.4
set clk_io_pct 0.2

create_clock -name clk0 -period $clk_period [get_ports {ADC_CLK_10}]
create_clock -name clk1 -period $clk_period [get_ports {KEY}]

set non_clock_inputs [all_inputs -no_clocks]
set_input_delay [expr $clk_period * $clk_io_pct] -clock clk0 $non_clock_inputs
set_output_delay [expr $clk_period * $clk_io_pct] -clock clk0 [all_outputs]
```
`flow/design.v`:
```
module Lab2(
	input 		          		ADC_CLK_10,
	output		     [7:0]		HEX0,
	output		     [7:0]		HEX1,
	output		     [7:0]		HEX2,
	output		     [7:0]		HEX3,
	output		     [7:0]		HEX4,
	output		     [7:0]		HEX5,
	input 		     [1:0]		KEY,
	output		     [9:0]		LEDR,
	input 		     [9:0]		SW
);
	wire s_clk;
	wire s_clk1;
	wire s_clk2;
	reg latch_out = 1'b0;
	wire latch;
	SevenSeg T0(.H(HEX3), .NUM(8'd88));
	always @(negedge KEY[0])
		begin
			latch_out <= ~latch_out;	
		end
	assign latch = latch_out;
	assign LEDR[0] = latch_out;
	assign LEDR[1] = s_clk;
	reg [7:0] feb_day;
		always @(SW[9])
			begin
				if(SW[9] == 1)
					feb_day <= 8'd29;
				else
					feb_day <= 8'd28;
			end
	reg div_val = 1'b1;
	wire val;
	always @(negedge KEY[1])
		begin
			div_val <= ~div_val;
		end
	assign val = div_val;
	clock_divider #(1_000_000) U0(.clk(ADC_CLK_10), .reset_n(latch), .slower_clk(s_clk1));
	clock_divider #(5_000_000) U1(.clk(ADC_CLK_10), .reset_n(latch), .slower_clk(s_clk2));
	clock_choice L0(.select(val), .latch(latch), .s_clk(s_clk), .s1(s_clk1), .s2(s_clk2));
	counters C0(.clk(s_clk), .reset_n(latch), .feb_day(feb_day), .H0(HEX0), .H1(HEX1), .H2(HEX2), .H4(HEX4), .H5(HEX5), .KEY(KEY), .SW(SW));
endmodule
module SevenSeg(
    output           [7:0]      H,
    input            [7:0]     NUM
);
    reg [7:0] value;
    always @(NUM)
        begin
            case(NUM)
                8'd0: value = 8'b11000000;
                8'd1: value = 8'b11111001;
                8'd2: value = 8'b10100100;
                8'd3: value = 8'b10110000;
                8'd4: value = 8'b10011001;
                8'd5: value = 8'b10010010;
                8'd6: value = 8'b10000010;
                8'd7: value = 8'b11111000;
                8'd8: value = 8'b10000000;
                8'd9: value = 8'b10011000;
                8'd10: value = 8'b10001000; 
                8'd11: value = 8'b10000011;
                8'd12: value = 8'b11000110;
                8'd13: value = 8'b10100001;
                8'd14: value = 8'b10000110;
                8'd15: value = 8'b10001110;
                8'd88: value = 8'b11111111;
                8'd99: value = 8'b10111111;
                default: value = 8'b00000000;
            endcase
        end
    assign H[7:0] = value;
endmodule
module clock_choice(
    input                       select,
    input                        latch,
    output                       s_clk,
	input                        s1,
    input                 [0:0]  s2
);
    reg SCLK;
    assign s_clk = SCLK;
    always @(select)
        begin
            case(select)
                0: SCLK = s1;
                1: SCLK = s2;
            endcase 
        end
    assign s_clk = SCLK;
endmodule
module clock_divider(
	input 		          		clk,
    input                       reset_n,
    output                      slower_clk       
);
    parameter clk_div = 0;
    reg [23:0] div_cntr;  
    reg slw_clk;
    always @(posedge clk, negedge reset_n)
        begin
            if(reset_n == 0)
                begin
                    div_cntr <= 0;
                    slw_clk <= 0;
                end
            else if(div_cntr == clk_div - 1)
                begin
                    div_cntr <= 0;
                    slw_clk <= ~slw_clk;
                end
            else
                begin
                    div_cntr <= div_cntr + 1;
                end
        end
    assign slower_clk = slw_clk;
endmodule
module counters(
    input                       clk,
    input                       reset_n,
    input            [7:0]     feb_day,
    output           [7:0]      H0,
    output           [7:0]      H1,
    output           [7:0]      H2,
	output		     [7:0]		H4,
	output		     [7:0]		H5,
	input 		     [1:0]		KEY,
	input 		     [9:0]		SW
);
    reg [7:0] cntr1;
    reg [7:0] cntr2;
    reg [7:0] cntr99;
    always @(posedge clk, negedge reset_n)
        begin
            if(reset_n == 0)
                begin
                    cntr2 <= 8'd88;
                    cntr1 <= 8'd1;
                    cntr99 <= 8'd1;
                end
            else
                begin
                    if(cntr1 != 9)
                        begin
                            cntr2 <= cntr2;
                            cntr1 <= cntr1 + 1;
                            cntr99 <= cntr99 + 1;
                        end
                    else if(cntr1 == 9)
                        begin
                            if(cntr2 == 8'd88)
                                begin
                                    cntr2 <= 8'd1;
                                    cntr1 <= 8'd0;
                                    cntr99 <= cntr99 + 1;
                                end
                            else if(cntr2 == 8'd9)
                                begin
                                    cntr2 <= 8'd88;
                                    cntr1 <= 8'd1;
                                    cntr99 <= 8'd1;
                                end
                            else
                                begin
                                    cntr2 <= cntr2 + 1;
                                    cntr1 <= 8'd0;
                                    cntr99 <= cntr99 + 1;
                                end
                        end
                end
        end
    monthday M0(.clk(clk), .reset_n(reset_n), .cntr99(cntr99), .feb_day(feb_day), .H0(H0), .H1(H1), .H2(H2), .SW(SW));
    SevenSeg W0(.H(H4), .NUM(cntr1));
    SevenSeg W1(.H(H5), .NUM(cntr2));
endmodule
module daydisplay(
    input            [7:0]      day_cntr,
    output           [7:0]      H0,
    output           [7:0]      H1
);
    reg [7:0] ones_digit;
    reg [7:0] tens_digit;
    always @(day_cntr)begin
            case (day_cntr)
                31: begin
                    tens_digit = 3;
                    ones_digit = 1;
                end
                30: begin
                    tens_digit = 3;
                    ones_digit = 0;
                end
                29: begin
                    tens_digit = 2;
                    ones_digit = 9;
                end
                28: begin
                    tens_digit = 2;
                    ones_digit = 8;
                end
                27: begin
                    tens_digit = 2;
                    ones_digit = 7;
                end
                26: begin
                    tens_digit = 2;
                    ones_digit = 6;
                end
                25: begin
                    tens_digit = 2;
                    ones_digit = 5;
                end
                24: begin
                    tens_digit = 2;
                    ones_digit = 4;
                end
                23: begin
                    tens_digit = 2;
                    ones_digit = 3;
                end
                22: begin
                    tens_digit = 2;
                    ones_digit = 2;
                end
                21: begin
                    tens_digit = 2;
                    ones_digit = 1;
                end
                20: begin
                    tens_digit = 2;
                    ones_digit = 0;
                end
                19: begin
                    tens_digit = 1;
                    ones_digit = 9;
                end
                18: begin
                    tens_digit = 1;
                    ones_digit = 8;
                end
                17: begin
                    tens_digit = 1;
                    ones_digit = 7;
                end
                16: begin
                    tens_digit = 1;
                    ones_digit = 6;
                end
                15: begin
                    tens_digit = 1;
                    ones_digit = 5;
                end
                14: begin
                    tens_digit = 1;
                    ones_digit = 4;
                end
                13: begin
                    tens_digit = 1;
                    ones_digit = 3;
                end
                12: begin
                    tens_digit = 1;
                    ones_digit = 2;
                end
                11: begin
                    tens_digit = 1;
                    ones_digit = 1;
                end
                10: begin
                    tens_digit = 1;
                    ones_digit = 0;
                end
                9: begin
                    tens_digit = 88;
                    ones_digit = 9;
                end
                8: begin
                    tens_digit = 88;
                    ones_digit = 8;
                end
                7: begin
                    tens_digit = 88;
                    ones_digit = 7;
                end
                6: begin
                    tens_digit = 88;
                    ones_digit = 6;
                end
                5: begin
                    tens_digit = 88;
                    ones_digit = 5;
                end
                4: begin
                    tens_digit = 88;
                    ones_digit = 4;
                end
                3: begin
                    tens_digit = 88;
                    ones_digit = 3;
                end
                2: begin
                    tens_digit = 88;
                    ones_digit = 2;
                end
                1: begin
                    tens_digit = 88;
                    ones_digit = 1;
                end
                default: begin
                    tens_digit = 9;
                    ones_digit = 9;
                end
            endcase
        end
    SevenSeg S1(.H(H0), .NUM(ones_digit));
    SevenSeg S2(.H(H1), .NUM(tens_digit));
endmodule
module monthday(
    input                       clk,
    input                       reset_n,
    input            [7:0]      cntr99,
    input            [7:0]      feb_day,
	output           [7:0]      H0,
    output           [7:0]      H1,
    output           [7:0]      H2,
	input 		     [9:0]		SW
);
    reg [7:0] month_d;
    reg [7:0] day_cntr;
    always @(cntr99)
        begin
            if(cntr99 <= 8'd31)
                begin
                month_d <= 8'd1;
                day_cntr <= cntr99;
                end
            else if(cntr99 <= (8'd31 + feb_day))
                begin
                    month_d <= 8'd2;
                    day_cntr <= cntr99 - 31;
                end
            else if(cntr99 <= (8'd31 + feb_day + 8'd31))
                begin
                    month_d <= 8'd3;
                    day_cntr <= cntr99 - (8'd31 + feb_day);
                end
            else
                begin
                    month_d <= 8'd4;
                    day_cntr <= cntr99 - (8'd31 + feb_day + 8'd31);
                end
        end
    SevenSeg S0(.H(H2), .NUM(month_d));
    daydisplay D0(.day_cntr(day_cntr), .H0(H0), .H1(H1));
endmodule
```
`flow/run.sh`:
```
#!/bin/bash
# OpenROAD 26Q1-2900-gdf79404cd8, Yosys 0.63+post, stock flow scripts
make -C /OpenROAD-flow-scripts/flow DESIGN_CONFIG=/design/flow/config.mk WORK_HOME=/design/flow/orfs finish
```
==> impl_results.rst <==
Synthesis and place-and-route
=============================

.. list-table::
   :header-rows: 1

   * - Metric
     - Value
   * - TritonCTS clock tree
     - done
   * - Pin count of the biggest net entering global routing
     - 39
   * - Cells resized by post-CTS repair
     - 0
   * - Count of tool warnings
     - 46
   * - Leading cell type in the layout, fill and taps excluded
     - dfrtp_1
   * - Io pins
     - 71
   * - Synthesized area per cell
     - 8.56 µm²
   * - Weighted congestion at the end of routability-driven global placement
     - 0.874
   * - Count of input and output buffers
     - 39
   * - Top layer used by detailed routing
     - met4
   * - Sw power
     - 0.111 mW
   * - Max-cap violations
     - 0
   * - Clock buffer depth
     - 2
   * - Area taken by flip-flops and latches
     - 1900 µm²
   * - Critical Path End Type
     - output port
   * - RSZ-0062 raised after global routing
     - false
   * - Final count of hold timing violations
     - 0
   * - Share of post-route cells with drive strength above 1
     - 0.0639
   * - Dominant cell area share
     - 0.319
   * - Final global-route overflow total
     - 0
   * - Overall die height
     - 136 µm
   * - Sum of met2 wire segment lengths after detailed routing
     - 5000 µm
   * - Power share of the sequential group
     - 0.556
   * - Tightest Pin Transition
     - 767 ps
   * - Post-synthesis sequential area ratio
     - 0.351
   * - First-pass GRT wire length
     - 18500 µm
   * - Number of buffers and inverters on the critical path
     - 3
   * - Number of unconstrained endpoints
     - 41
   * - Final sum of negative setup slack
     - 0 ps
   * - Flops & latches, synth
     - 76
   * - Worst Setup Path Type
     - in2out
   * - Most frequent cell on the critical path
     - clkdlybuf4s50_1
   * - Library cell contributing the largest single delay on the critical path
     - clkdlybuf4s50_1
   * - Pint
     - 0.479 mW
   * - N_diodes
     - 0
   * - Number of placement rows
     - 48
   * - Number of distinct library cells after synthesis
     - 84
   * - Routed wirelength normalized by instance count
     - 12.3 µm
   * - Clock transition at the registers of the reported paths
     - 30 ps
   * - Critical path required time
     - 5120 ps
   * - Vias per Instance
     - 4.97
   * - Routed length on met1
     - 5430 µm
   * - All-layer global routing usage
     - 0.122
   * - Most frequent cells in the layout
     - 69 x dfrtp_1, 64 x nand2_1, 60 x nor2_1, 39 x clkdlybuf4s50_1, 37 x nand3_1
   * - Drt pass-1 iters
     - 4
   * - Switching Fraction
     - 0.189
   * - Hold depth
     - 1
   * - Yosys Instances
     - 632
   * - Comb pwr share
     - 0.022
   * - Most used flip-flop cell
     - dfrtp_1
   * - Final HPWL from detailed placement
     - 7930 µm
   * - Number of fillers in the final layout
     - 1761
   * - Post-CTS setup buffers
     - 0
   * - Outcome
     - completed
   * - Number of enable-type register cells in the synthesized netlist
     - 0
   * - Initial DRC count
     - 166
   * - Total vias in the final route
     - 4380
   * - Power density over the cells
     - 97.4 nW/µm²
   * - Post-synthesis async set-or-reset flop share
     - 0.974
   * - Instance tally after logic synthesis
     - 632
   * - Data arrival at the endpoint of the critical path
     - 4880 ps
   * - Peak supply drop
     - 0.107 mV
   * - Number of antenna violations at the first check in global routing
     - 0
   * - Worst-case headroom to the max-slew limit
     - 0.484
   * - Yosys stat chip area
     - 5410 µm²
   * - Clk network pwr share
     - 0.422
   * - Floorplan die width
     - 136 µm
   * - Remaining number of nets flagged by the antenna check after routing
     - 0
   * - Static Leakage
     - 2.49 nW
   * - CP startpoint kind
     - input pin
   * - Core Box Area
     - 17500 µm²
   * - Synth area leaders
     - dfrtp_1 32%, xnor2_1 4.7%, xor2_1 4.7%, nand2_1 4.4%, nor2_1 4.3%
   * - Kind of path behind the tightest hold check
     - reg2reg
   * - Max incr delay on CP
     - 510 ps
   * - Synth area leader
     - dfrtp_1
   * - Total met3 wirelength after detailed routing
     - 259 µm
   * - Die area
     - 18600 µm²
   * - Total wire length
     - 10800 µm
   * - Number of register pins that no clock reaches
     - 24
   * - Worst R2R Path Depth
     - 2
   * - Clock tree root buffer cell
     - clkbuf_16
   * - Chain of cells forming the critical path
     - clkdlybuf4s50_1 -> inv_1 -> ha_1 -> fa_1 -> and2b_1 -> o211ai_4 -> and3_1 -> a211oi_1 -> mux2i_1 -> nand2_1 -> or3_1 -> a21o_1 -> clkdlybuf4s50_1
   * - Final Hold Slack
     - 382 ps
   * - Yosys warnings
     - 16
   * - Vias in the first global route
     - 3891
   * - Number of hold buffers added after CTS
     - 0
   * - Setup-failing EPs final
     - 0
   * - Final worst clock skew
     - 6.42 ps
   * - Netlist Area Pre-Place
     - 5410 µm²
   * - Core utilization at floorplan
     - 0.310
   * - Maximum net fanout on the critical path
     - 9
   * - # H-tree levels
     - 2
   * - Top delay family on crit path
     - simple AND/OR/NAND/NOR gates
   * - Area Growth Syn to Fin
     - 12.1%
   * - Combinational gate area
     - 3200 µm²
   * - DRC viols
     - 0
   * - Num CTS Buffers
     - 5
   * - Instance count on the critical path
     - 13
   * - Slew Viols, Final
     - 0
[per-layer routing]
layer | up-vias | track usage
li1 | 2256 | -
met3 | 8 | 0.00912
met5 | - | 0
met4 | 0 | 0.0160
met2 | 70 | 0.187
met1 | 2046 | 0.194
[state kept, by name (all words and copies together) (netlist names)]
name / flops
U0.slw_clk: 1
U1.slw_clk: 1
U0.div_cntr: 24
C0.cntr2: 8
C0.cntr1: 8
latch_out: 1
div_val: 1
C0.cntr99: 8
U1.div_cntr: 24
[cells in the mapped netlist, types with 3 or more instances]
cell type   n
a21boi_0    3
or3_1      10
dfstp_2     5
dfrtp_1    69
and4_1      3
and2_1      3
nor3_1     25
nor2b_1     5
o31a_1      6
nor3b_1     7
xnor2_1    29
a211oi_1    6
nand3_1    37
clkbuf_1   10
ha_1       16
buf_4      25
and3_1     13
nor2_1     62
a21o_1      6
buf_2      10
inv_1      23
a31oi_1     5
nor4_1      4
a21oi_1    25
o21ai_0    36
xor2_1     29
o211ai_1    6
nand2_1    64
o21a_1      4
nand2b_1    6
o31ai_1     3
nand4_1     9
[through the flow]
stage                     power [mW]  std cells   util  instance area (µm²)  setup slack (ps)
after detailed placement       0.351        875  0.339                 5920               211
after floorplan                0.357        650      -                 5480               473
after CTS                      0.598        882  0.346                 6050               175
after global routing           0.612        882  0.347                 6060              21.8
final                          0.591        882  0.347                 6060               239
after global placement         0.352        875  0.339                 5920               216
[final timing paths]
path | slack (ps) | start | end
worst max-delay path | 240 | SW[9] | HEX1[4]
worst min-delay path | 380 | div_val | div_val
worst max register to register | 2290 | latch_out | U0.div_cntr[16]
worst min register to register | 380 | div_val | div_val
max in group asynchronous | 2290 | latch_out | U0.div_cntr[16]
max in group clk1 | 5430 | latch_out | latch_out
min in group clk0 | 460 | U0.slw_clk | U0.slw_clk
min in group asynchronous | 3280 | latch_out | U1.div_cntr[15]
[layout make-up]
class,count,area share
Timing Repair Buffer,48,0.0755
Clock buffer,7,0.0219
Multi-Input combinational cell,502,0.528
Inverter,22,0.0136
Tap cell,225,0.0464
Sequential cell,76,0.314
Clock inverter,2,0.00124
[kinds of logic (layout without fill, tap and decap cells)]
group           Yosys count  in the layout  synth area share
mux                       4              4           0.00786
flops                    76             76             0.351
other cells               2             20           0.00139
compound gates          135            135             0.182
simple gates            268            268             0.251
xor+xnor                 58             58            0.0939
fa+ha+maj                17             17            0.0407
buf+inv                  72             79            0.0724
[power by group through the flow]
stage         Combinational [mW]  Clock (mW)  Sequential [mW]
CTS                       0.0131       0.257            0.329
global route              0.0147       0.269            0.328
finish                    0.0130       0.249            0.329
Power is estimated from default activity; no workload was simulated.
